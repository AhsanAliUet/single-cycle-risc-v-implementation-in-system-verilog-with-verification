**/design/flow/config.mk**
```make
export PLATFORM = sky130hd
export DESIGN_NAME = branch_checker
export DESIGN_NICKNAME = branch_checker
export VERILOG_FILES = /design/flow/design.v
export SDC_FILE = /design/flow/constraint.sdc
export NUM_CORES = 4
export LEC_CHECK = 1
export CORE_AREA = 10 10 78 78
export DIE_AREA = 0 0 88 88
```
**/design/flow/constraint.sdc**
```tcl
current_design branch_checker

set clk_period 6.6
set clk_io_pct 0.2

create_clock -name clk0 -period $clk_period

set non_clock_inputs [all_inputs -no_clocks]
set_input_delay [expr $clk_period * $clk_io_pct] -clock clk0 $non_clock_inputs
set_output_delay [expr $clk_period * $clk_io_pct] -clock clk0 [all_outputs]
```
**/design/flow/design.v**
```verilog
module branch_checker #(
   parameter REG_SIZE = 32
)(
   input  logic [REG_SIZE-1:0] rdata1,
   input  logic [REG_SIZE-1:0] rdata2,
   input  logic [6:0]    opcode,
   input  logic [2:0]    func3,
   output logic          br_taken
);
   always_comb begin
      if (opcode == 7'd99) begin       
         case (func3)
            3'b000: begin   
               br_taken = (rdata1 == rdata2) ? 1 : 0;
            end
            3'b001: begin   
               br_taken = (rdata1 != rdata2) ? 1 : 0;
            end
            3'b100: begin   
               br_taken = ($signed(rdata1) < $signed(rdata2)) ? 1 : 0;
            end
            3'b101: begin   
               br_taken = ($signed(rdata1) >= $signed(rdata2)) ? 1 : 0;
            end
            3'b110: begin   
               br_taken = (rdata1 < rdata2) ? 1 : 0;
            end
            3'b111: begin   
               br_taken = (rdata1 >= rdata2) ? 1 : 0;
            end
            default: br_taken = 0;
         endcase
      end else if (opcode == 7'd103 || opcode == 7'd111) begin    
         br_taken = 1;
      end else begin
         br_taken = 0;
      end
   end
endmodule
```
**/design/flow/run.sh**
```bash
#!/bin/bash
# OpenROAD 26Q1-2900-gdf79404cd8, Yosys 0.63+post, stock flow scripts
make -C /OpenROAD-flow-scripts/flow DESIGN_CONFIG=/design/flow/config.mk WORK_HOME=/design/flow/orfs finish
```
==> impl_metrics.tcl <==
# place-and-route summary
set metrics [dict create \
    die_w_um 88 \
    post_cts_buffers 0 \
    critPathCaptureType "primary output" \
    fill_cells 470 \
    setup_viol 0 \
    drc 0 \
    warning_count 32 \
    slew_viol_final 0 \
    place_congestion 0.778 \
    swShare_pct 35.0 \
    area_delta_synth_final_pct 87.5 \
    postSynthSeqShare_pct 0 \
    die_height_um 88 \
    top_area_share_pct 43.0 \
    crit_end "br_taken" \
    min_period_ns 5.46 \
    final_layout_size_suffix_gt1_share_pct 3.41 \
    antenna_found_initial 0 \
    fp_util_pct 21.1 \
    critPathMaxFanout 4 \
    fin_crit_sh_pct 82.7 \
    flop-count 0 \
    flop_area_um2 0 \
    grt_overflow 0 \
    core.rowCount 24 \
    io_buffers 75 \
    coreArea_um2 4410 \
    worst_slew_pin_slew_ns 0.364 \
    dieArea_um2 7740 \
    crit_type "input port to primary output" \
    vias 1114 \
    p_leak_nw 0.839 \
    design_area_um2 1750 \
    rsz0062_at_grt "false" \
    grt_max_degree 6 \
    common_cells "33 x inv_1, 32 x ha_1, 13 x a21oi_1, 8 x nand2_1, 7 x nand4_1" \
    total_power_mw 0.0914 \
    dpl.hpwl_um 2900 \
    grt_busiest_layer "met2" \
    wirelength_um 3030 \
    crit_top_cell "clkdlybuf4s50_1" \
    top_area_cell "ha_1" \
    via_per_inst 4.33 \
    synth.most_common_cell "inv_1" \
    min_path_type "input port to primary output" \
    track_usage_pct 7.33 \
    antenna_cells_inserted 0 \
    detail-route-antenna-nets 0 \
    slew_headroom_pct 75.5 \
    gr-usage-met2_pct 12.2 \
    ctsResizeCount 0 \
    powerDensity_nw_per_um2 52.3 \
    routedWlPerCell_um 11.8 \
    syn_area_um2 932 \
    p_seq_share_pct 0 \
    finalHoldViolCount 0 \
    status "completed" \
    combPwrFrac_pct 100.0 \
    cp.required_ns 5.28 \
    drv_cap 0 \
    synth_stat.cells 130 \
    drt_pre_antenna_iters 4 \
    dp_slack_ns 1.06 \
    pwr-share-clk_pct 0 \
    p_int_mw 0.0595 \
    ys_types 29 \
    drt_iter0_drc 23 \
    fmax_mhz 183 \
    worst_slack_ns 1.14 \
    postCtsHoldBufs 0 \
    cp-startpoint "rdata2[14]" \
    synth_cells 130 \
    gr-usage-met3_pct 3.55 \
    pin_count 75 \
    yosys_area_um2 932 \
    yosysWarnings 1 \
    topCellsByArea "ha_1 43%, inv_1 13%, a21oi_1 7.0%" \
    peakVddDrop_uv 22.2 \
    clock_buffers 0 \
    dpl_cell_area_um2 1750 \
    final_util_pct 39.6 \
    cp-start-kind "input port" \
    grt_pass1_vias 1158 \
    setup_tns_ns 0 \
    p_sw_mw 0.0320 \
    worstPathCellList "clkdlybuf4s50_1 -> inv_1 -> ha_1 -> nand4_1 -> nor4_2 -> a21boi_2 -> o31a_1 -> nor4_1 -> or3b_1 -> o21ai_1 -> clkdlybuf4s50_1" \
    slowest_delay_ns 0.48 \
    crit_arrival_ns 4.14 \
    grt_pass1_wl_um 4810 \
    grt_use_met1_pct 8.88 \
    syn_avg_cell_area_um2 7.17 \
    crit_slowest_cell "clkdlybuf4s50_1" \
]
==> critical path, delay by kind of cell <==
family,cells,cell delay (ns)
compound gates,3,0.56
fa+ha+maj,1,0.31
buf+inv,3,0.97
simple gates,4,0.98
==> final cells by class <==
class                           instances  area, um2  share of cell area (%)
Multi-Input combinational cell         97        808                    46.2
Timing Repair Buffer                   75        751                    42.9
Inverter                               33        124                    7.09
Tap cell                               52       65.1                    3.72
==> power by group through the flow <==
stage / Combinational (mW) / Sequential (mW) / Clock, mW
CTS: 0.0928 / 0 / 0
global route: 0.103 / 0 / 0
finish: 0.0914 / 0 / 0
==> logic make-up (layout without fill, tap and decap cells) <==
kind of cell	after synthesis	count (layout)	share of synthesized area [%]
AOI/OAI and AO/OA	31	31	22.7
adders and majority gates	32	32	43.0
buffers and inverters	33	108	13.3
and+or+nand+nor	34	34	21.1
==> cell usage in the layout (no fill, tap or decap), types with 3 or more instances in the layout <==
master            n
nand4_1           7
clkdlybuf4s50_1  75
nor2_1            4
nand3_1           4
inv_1            33
nand2_1           8
nor4_1            3
o21ai_0           3
ha_1             32
a21oi_1          13
==> through the flow <==
stage	hold slack, ns	cells
6_report	3.55	257
2_1_floorplan	2.70	130
4_1_cts	3.57	257
3_5_place_dp	3.57	257
5_1_grt	3.59	257
3_3_place_gp	3.57	257
==> worst min-delay path by stage <==
stage              end  cells after the start       from
finish        br_taken                      4  opcode[2]
CTS           br_taken                      4  opcode[2]
global route  br_taken                      4  opcode[2]
==> per-layer routing <==
metal / share of wire (%) / vias up
li1: - / 619
met1: 43 / 447
met2: 42 / 48
met3: 15 / 0
met4: 0 / 0
met5: 0 / -
Power figures rest on the tool's default switching activity, not on a simulated workload.
