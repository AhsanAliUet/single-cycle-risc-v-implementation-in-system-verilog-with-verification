==> design.v <==
module mux_2x1 #(
   parameter DW = 32
)(
   input  logic [DW-1:0] in0,
   input  logic [DW-1:0] in1,
   input  logic          s,
   output logic [DW-1:0] out
);
   assign out = s ? in1 : in0;
endmodule
==> run.sh <==
#!/bin/bash
# OpenROAD 26Q1-2900-gdf79404cd8, Yosys 0.63+post, stock flow scripts
make -C /OpenROAD-flow-scripts/flow DESIGN_CONFIG=/design/flow/config.mk WORK_HOME=/design/flow/orfs finish
==> config.mk <==
export PLATFORM = sky130hd
export DESIGN_NAME = mux_2x1
export DESIGN_NICKNAME = mux_2x1
export VERILOG_FILES = /design/flow/design.v
export SDC_FILE = /design/flow/constraint.sdc
export NUM_CORES = 4
export LEC_CHECK = 1
export CORE_AREA = 10 10 70 70
export DIE_AREA = 0 0 80 80
==> constraint.sdc <==
current_design mux_2x1

set clk_period 1.0
set clk_io_pct 0.2

create_clock -name clk0 -period $clk_period

set non_clock_inputs [all_inputs -no_clocks]
set_input_delay [expr $clk_period * $clk_io_pct] -clock clk0 $non_clock_inputs
set_output_delay [expr $clk_period * $clk_io_pct] -clock clk0 [all_outputs]
==> flow_summary.yaml <==
# implementation run metrics
synth:
  simple_gate_share: 0
  syn-instance-count: 36
  logic_family: "multiplexers"
  mux_share: 0.869
  synth_cell_types: 4
  yosysWarnings: 0
  yosysCellCount: 36
  aoi_share: 0
  ys_sh_adder: 0
  yosys_area_sq_um: 544
  syn_area_sq_um: 544
  ys_seq_share: 0
  xor_share: 0
  syn_area_per_cell_sq_um: 15.1
timing:
  hold_violations: 0
  finalWorstSetupSlack_ns: -0.175
  rsz0062_at_grt: "true"
  slew_headroom: 0.959
  period_needed_ns: 1.18
  max_freq_mhz: 851
  worstMarginPinSlew_ns: 0.0611
  period_used_share: 1.18
  setup_viol_count_final: 32
  finalMaxSlewViolations: 0
power_and_ir_drop:
  p_int_mw: 0.519
  p_per_area_mw_per_mm2: 389
  pwr-share-comb: 1.000
  sw_frac_of_total: 0.213
  p_seq_frac: 0
  leakage_nw: 0.990
  switchingPower_mw: 0.141
  peakVddDrop_mv: 0.173
  p_clk_frac: 0
drt:
  drtIter0Drc: 4
  drc_errors: 0
  routed_wl_um: 2850
  n_antenna_cell: 0
  drtPass1Iterations: 2
  route.antenna.remaining_nets: 0
  post_drt_via_cell_ratio: 3.80
  num_vias: 730
  wl_per_cell_um: 14.8
critical_path:
  endpoint_kind: "output port"
  cp_slowest_cell: "mux2_4"
  critPathMaxFanout: 7
  cp.arrival_ns: 0.98
  worstPathCellList: "buf_12 > buf_12 > buf_8 > mux2_4 > buf_6"
  worstSetupStartpoint: "s"
  critPathMostFrequentCell: "buf_12"
  cp.required_ns: 0.80
  crit_type: "in2out"
  slowest_delay_ns: 0.30
  start_kind: "primary input"
  cp_num_buf_inv: 4
  cp_top_family: "buffers and inverters"
run_status:
  status: "complete, but fails checks"
  violations: "negative setup slack"
finish:
  utilization: 0.497
  drive_above_1_share: 0.562
  area_growth_pct: 212
  fin_area_sq_mm: 0.00170
  fillCellCount: 327
  lay_top_count: "dlygate4sd2_1"
  final_cell_mix: "40 x dlygate4sd2_1, 32 x mux2_4, 29 x buf_6"
  seqCellArea_sq_um: 0
  nClkBuffers: 0
  flops: 0
floorplanning:
  num_rows: 21
  die_x_um: 80
  die_y_um: 80
  pin_count: 97
  core_sq_mm: 0.00342
  dieArea_sq_mm: 0.00640
  initial_core_util: 0.159
hold_path:
  hold_start: "in0[24]"
  min_path_type: "in2out"
place:
  gp_congestion: 0.760
  hpwlAfterDp_um: 2400
  placed_area_sq_mm: 0.00154
  io_buffer_count: 97
grt:
  grt_max_degree: 8
  overflow: 0
  grt_pass1_vias: 824
  grt_pass1_wl_um: 4150
  antenna_found_initial: 0
  grt_use_total: 0.0787
job:
  openroad.warnings: 34
  max_cap_viol_count: 0
clock_tree:
  ctsHoldBuffers: 0
cell usage after synthesis:
| master | number | share of area |
|---|---|---|
| mux2_4 | 30 | 0.83 |
| buf_12 | 3 | 0.11 |
| mux2_2 | 2 | 0.041 |
| buf_6 | 1 | 0.021 |
area by class of cell:
| type | instances | area, sq um | share of cell area |
|---|---|---|---|
| multi-input cells | 32 | 480 | 0.283 |
| well taps | 46 | 57.6 | 0.0339 |
| repair buffers | 114 | 1160 | 0.683 |
repair_timing:
item	in CTS	in global routing
gates resized	170	23
buffers inserted	14	0
pin swaps	0	0
endpoints found under the setup margin	32	32
gates cloned	1	0
power groups by stage:
| stage | Clock [mW] | Sequential, mW | Combinational, mW |
|---|---|---|---|
| CTS | 0 | 0 | 0.644 |
| global route | 0 | 0 | 0.706 |
| finish | 0 | 0 | 0.660 |
metal layers:
metal | wire (um) | GRT usage | vias to the layer above
met3 | 313 | 0.0307 | 0
met2 | 1390 | 0.143 | 51
met5 | 0 | 0 | -
li1 | - | - | 362
met4 | 0 | 0 | 0
met1 | 1140 | 0.0897 | 317
worst paths after layout:
path      end  depth (start not counted)
min   out[24]                          3
max   out[31]                          5
cells by family after synthesis:
| logic type | count (synthesis) |
|---|---|
| mux | 32 |
| buf+inv | 4 |
metrics by stage:
step / cells / TNS, ns / total power, mW / hold slack, ns / setup slack (ns)
after floorplan: 36 / 0 / 0.206 / 0.498 / 0.0669
after global placement: 177 / -15.25 / 0.654 / 1.33 / -0.492
after detailed placement: 177 / -15.27 / 0.655 / 1.33 / -0.497
after CTS: 192 / -5.20 / 0.644 / 0.800 / -0.178
after global routing: 192 / -5.62 / 0.706 / 0.714 / -0.194
final: 192 / -5.03 / 0.660 / 0.694 / -0.175
Power and IR drop assume default switching activity.
