==> /design/flow/design.v <==
module mux_4x1 #(
   parameter DW = 32
)(
   input  logic [DW-1:0] in0,
   input  logic [DW-1:0] in1,
   input  logic [DW-1:0] in2,
   input  logic [DW-1:0] in3,
   input  logic [1:0]    s,
   output logic [DW-1:0] out
);
   always_comb begin
      case(s)
         2'b00: out = in0;
         2'b01: out = in1;
         2'b10: out = in2;
         2'b11: out = in3;
      endcase
   end
endmodule
==> /design/flow/run.sh <==
#!/bin/bash
# OpenROAD 26Q1-2900-gdf79404cd8, Yosys 0.63+post, stock flow scripts
make -C /OpenROAD-flow-scripts/flow DESIGN_CONFIG=/design/flow/config.mk WORK_HOME=/design/flow/orfs finish
==> /design/flow/config.mk <==
export PLATFORM = sky130hd
export DESIGN_NAME = mux_4x1
export DESIGN_NICKNAME = mux_4x1
export VERILOG_FILES = /design/flow/design.v
export SDC_FILE = /design/flow/constraint.sdc
export NUM_CORES = 4
export LEC_CHECK = 1
export CORE_AREA = 10 10 76 76
export DIE_AREA = 0 0 86 86
==> /design/flow/constraint.sdc <==
current_design mux_4x1

set clk_period 1.5
set clk_io_pct 0.2

create_clock -name clk0 -period $clk_period

set non_clock_inputs [all_inputs -no_clocks]
set_input_delay [expr $clk_period * $clk_io_pct] -clock clk0 $non_clock_inputs
set_output_delay [expr $clk_period * $clk_io_pct] -clock clk0 [all_outputs]
==> results.sh <==
# flow metrics
export IMPL_layout_drive_gt1_share=0.3725
export IMPL_synth_area_leader_cell="sky130_fd_sc_hd__mux4_2"
export IMPL_hp_class="in -> out"
export IMPL_diode_count=0
export IMPL_synth_avg_cell_area_um2=20.89
export IMPL_timing_hold_violations_final=0
export IMPL_design_die_area_um2=7396
export IMPL_io_buffers=162
export IMPL_area_growth_pct=177.1
export IMPL_number_of_unique_standard_cell_types_used_by_synthesis=5
export IMPL_finalMaxSlewViolations=0
export IMPL_routed_wire_length_per_instance_um=23.51
export IMPL_timing_slew_headroom=0.8926
export IMPL_synth_warning_count=1
export IMPL_critical_path_required_ps=1200
export IMPL_critPathSlowestCell="sky130_fd_sc_hd__mux4_2"
export IMPL_dr_total_vias=1192
export IMPL_startpoint_class_of_the_critical_path="input pin"
export IMPL_critical_path_arrival_ps=1180
export IMPL_drt_iter0_drc=19
export IMPL_synth_cells=39
export IMPL_layout_area_seq_um2=0
export IMPL_placed_area_um2=2477
export IMPL_cp_depth=4
export IMPL_setup_worst_path_start="s[1]"
export IMPL_wirelength_um=5971
export IMPL_end_kind="output pin"
export IMPL_post_synth_main_area_contributors="sky130_fd_sc_hd__mux4_2 (83%), sky130_fd_sc_hd__buf_12 (7.4%), sky130_fd_sc_hd__mux4_1 (6.5%)"
export IMPL_firstDrtPassIters=4
export IMPL_setup_worst_path_end="out[18]"
export IMPL_vias_in_the_first_global_route=1357
export IMPL_yosysTopAreaCellShare=0.8295
export IMPL_post_synth_instance_area_um2=814.5
export IMPL_drc=0
export IMPL_max_freq_mhz=674.1
export IMPL_grt_antenna_before_repair=0
export IMPL_dieHeight_um=86
export IMPL_cts_post_setup_buffers_inserted=0
export IMPL_static_leakage_power_nw=1.097
export IMPL_finalCriticalPeriod_ps=1483
export IMPL_clkbuf_count=0
export IMPL_gp_congestion=0.9318
export IMPL_flop_count=0
export IMPL_log_warning_count=34
export IMPL_maxCapViolations=0
export IMPL_groute_usage_overall=0.1575
export IMPL_cp_top_family="buffers and inverters"
export IMPL_powerDensity_nw_per_um2=239.9
export IMPL_avgViaCountPerCell=4.693
export IMPL_crit_fanout=7
export IMPL_filler_cell_count=418
export IMPL_timing_critical_path_cells="clkdlybuf4s15_2 -> buf_4 -> mux4_2 -> buf_2"
export IMPL_timing_worst_setup_path_type="in -> out"
export IMPL_floorplanUtilization=0.1979
export IMPL_postLayoutCellArea_um2=2257
export IMPL_total_power_mw=0.5414
export IMPL_finish_cell_count_without_fillers=254
export IMPL_design_core_area_um2=4115
export IMPL_wire_length_of_the_first_global_routing_pass_um=8921
export IMPL_hold_buffers=0
export IMPL_placed_cells_incl_taps=250
export IMPL_unrepaired_setup_endpoints_after_global_routing="yes"
export IMPL_largest_net_degree_at_the_start_of_global_routing=8
export IMPL_boundary_pins=162
export IMPL_placement_rows=23
export IMPL_die_width_um=86
export IMPL_globalRoute_totalOverflow=0
export IMPL_yosys_cells=39
export IMPL_setup_viol_count_final=0
export IMPL_peakVddDrop_mv=0.09818
export IMPL_layout_worst_path_cycle_share=0.9890
export IMPL_dp_final_hpwl_um=5253
export IMPL_outcome="completed"
export IMPL_postRouteAntennaNets=0
export IMPL_critPathBufInv=3
export IMPL_tightestPinTransition_ps=161.0
export IMPL_timing_critical_path_slowest_cell_delay_ps=300
export IMPL_yosys_stat_chipArea_um2=814.5
export IMPL_ys_seq_frac=0
-- stage by stage --
step | TNS (ps) | worst slack, ps | hold WS, ps | utilization
finish | 0 | 16.53 | 1081 | 0.5485
global route | -351.6 | -28.18 | 1097 | 0.5485
CTS | 0 | 0.8590 | 1088 | 0.5485
detailed placement | -18400 | -610.7 | 1612 | 0.6020
global placement | -18330 | -598.8 | 1622 | 0.6020
floorplan | 0 | 182.7 | 686.4 | -
-- cells in the mapped netlist (all sizes together) --
| cell type | count |
|---|---|
| mux4 | 32 |
| buf | 7 |
-- worst min-delay path by stage --
| stage | cells after the start | to | slack, ps | from |
|---|---|---|---|---|
| 4_1_cts | 3 | out[0] | 1090 | in2[0] |
| 6_report | 3 | out[0] | 1080 | in2[0] |
| 5_1_grt | 3 | out[24] | 1100 | in3[24] |
-- tightest hold or removal path: cells and delay by family --
family | cells | cell delay (ps)
buffers and inverters | 2 | 270
muxes | 1 | 210
-- what timing repair did --
item,CTS,global route
hold endpoints to repair,0,0
cloned,4,0
setup endpoints to repair,32,28
resized,245,0
-- cells in the final DEF, fill, tap and decap left out --
cell and count:
sky130_fd_sc_hd__dlygate4sd2_1 128, sky130_fd_sc_hd__buf_8 1, sky130_fd_sc_hd__buf_16 2, sky130_fd_sc_hd__buf_4 3, sky130_fd_sc_hd__buf_12 3, sky130_fd_sc_hd__buf_6 3
sky130_fd_sc_hd__clkdlybuf4s15_2 1, sky130_fd_sc_hd__mux4_2 32, sky130_fd_sc_hd__buf_2 31
-- area by class of cell --
type	instances	area, µm²	share of cell area
well taps	50	62.56	0.02772
repair buffers	172	1474	0.6530
multi-input cells	32	720.7	0.3193
-- report_power, final --
group / switching [mW] / internal [mW] / leakage, nW
registers: 0 / 0 / 0
clock network: 0 / 0 / 0
logic: 0.137 / 0.405 / 1.10
-- per-layer routing --
layer / wire, µm / vias up / part of all wire / track usage
met5: 0 / - / 0 / 0
met4: 4 / 0 / 0.00067 / 0
li1: - / 537 / - / -
met3: 618 / 4 / 0.10 / 0.05243
met1: 2179 / 562 / 0.36 / 0.1937
met2: 3169 / 89 / 0.53 / 0.2786
-- cell families after synthesis --
family,after synthesis,share of synthesized area
buffers and inverters,7,0.1060
muxes,32,0.8940
Power figures rest on the tool's default switching activity, not on a simulated workload.
